[./config.mk]
export PLATFORM = sky130hd
export DESIGN_NAME = adder
export DESIGN_NICKNAME = adder
export VERILOG_FILES = /design/flow/design.v
export SDC_FILE = /design/flow/constraint.sdc
export NUM_CORES = 4
export LEC_CHECK = 1
export CORE_AREA = 10 10 85 85
export DIE_AREA = 0 0 95 95
[./constraint.sdc]
current_design adder

set clk_period 18.1
set clk_io_pct 0.2

create_clock -name clk0 -period $clk_period

set non_clock_inputs [all_inputs -no_clocks]
set_input_delay [expr $clk_period * $clk_io_pct] -clock clk0 $non_clock_inputs
set_output_delay [expr $clk_period * $clk_io_pct] -clock clk0 [all_outputs]
[./design.v]
module regfile(clk, we3, ra1, ra2, wa3,wd3, rd1, rd2);
  input clk, we3;
  input [4:0] ra1, ra2, wa3;
  input [31:0] wd3;
  output [31:0] rd1, rd2;
  reg [31:0] rf[31:0];
  always @(posedge clk)
    if (we3) rf[wa3] <= wd3;	
  assign rd1 = (ra1 != 0) ? rf[ra1] : 0;
  assign rd2 = (ra2 != 0) ? rf[ra2] : 0;
endmodule
module adder(a, b, y);
  input [31:0] a, b;
  output [31:0] y;
  assign y = a + b;
endmodule
module sl2(a, y);
  input [31:0] a;
  output [31:0] y;
  assign y = {a[29:0], 2'b00};
endmodule
module signext(a, y);
  input [15:0] a;
  output [31:0] y;
  assign y = {{16{a[15]}}, a};
endmodule
module flopr (clk, reset, d, q);
  input clk, reset;
  input [31:0] d;
  output reg [31:0] q;
  always @(posedge clk, posedge reset)
    if (reset) q <= 0;
    else       q <= d;
endmodule
module flopenr (clk, reset, en, d, q);
  input clk, reset, en;
  input [31:0] d;
  output reg [31:0] q;
  always @(posedge clk, posedge reset)
    if      (reset) q <= 0;
    else if (en)    q <= d;
endmodule
module mux2 #(parameter WIDTH = 32)
             (d0, d1, s, y);
  input [WIDTH-1:0] d0, d1;
  input s;
  output [WIDTH-1:0] y;
  assign y = s ? d1 : d0; 
endmodule
module mux3 #(parameter WIDTH = 32)
             (d0, d1, d2, s, y);
  input [WIDTH-1:0] d0, d1, d2;
  input [1:0] s;
  output [WIDTH-1:0] y;
  assign #1 y = s[1] ? d2 : (s[0] ? d1 : d0); 
endmodule
module mux4 #(parameter WIDTH = 32)
             (d0, d1, d2, d3, s, y);
   input [WIDTH-1:0] d0, d1, d2, d3;
   input [1:0] s;
   output reg [WIDTH-1:0] y;
   always @*
      case(s)
         2'b00: y <= d0;
         2'b01: y <= d1;
         2'b10: y <= d2;
         2'b11: y <= d3;
      endcase
endmodule
[./run.sh]
#!/bin/bash
# OpenROAD 26Q1-2900-gdf79404cd8, Yosys 0.63+post, stock flow scripts
make -C /OpenROAD-flow-scripts/flow DESIGN_CONFIG=/design/flow/config.mk WORK_HOME=/design/flow/orfs finish
==> qor.yml <==
logic_synthesis:
  syn_inst: 241
  yosys_warnings: 0
  yosys.cell_types.count: 50
  common_cells: "31 x ha_1, 29 x a21oi_1, 19 x a21o_1"
  most_common_cell: "ha_1"
  top_area_cell: "ha_1"
  yosys-top-cells-area: "ha_1 22%, a21oi_1 8.3%, a21o_1 8.2%, xor2_1 7.5%, xnor2_1 6.5%"
  ys_cells: 241
  avgSynthCellArea_um2: 7.237
  synth-seq-area-share_pct: 0
  top_area_share_pct: 22.24
  yosys_area_um2: 1744
  synth_area_um2: 1744
status:
  outcome: "finished clean"
setup_path:
  critPathMaxFanout: 4
  critPathKind: "input pin to output port"
  critPathArrivalTime_ns: 6.54
  cp-start-kind: "input pin"
  crit_required_ns: 14.48
  cp-end-kind: "output port"
power:
  power.total_uw: 106.1
  power_leakage_uw: 0.001176
  vdd_drop_max_mv: 0.01608
  powerDensity_nw_per_um2: 38.56
detailed_routing:
  drc: 0
  avgViaCountPerCell: 5.171
  routed_wl_um: 5763
  antenna_left: 0
  drtIter0Drc: 42
  routed-via-count: 2058
  wl_per_cell_um: 14.48
  dr.pass1.iters: 4
  antenna_cells: 0
flow_run:
  tool_warnings: 32
  drv_cap: 0
global_routing:
  grt_max_degree: 11
  grt_overflow: 0
  antenna_found_initial: 0
  grtUsageTotal_pct: 12.40
  grt_pass1_wl_um: 9453
  grt_pass1_vias: 1992
sta:
  layout_min_cycle_time_ns: 10.16
  hold_viol_final: 0
  slew_headroom_pct: 61.72
  tns_ns: 0
  worstMarginPinSlew_ns: 0.5597
  slew_violations: 0
  fin_crit_sh_pct: 56.15
  max_freq_ghz: 0.09840
  rsz0062_at_grt: "false"
  setup_viol: 0
clock_network:
  cts_hold_buf: 0
  postCtsSetupBuffers: 0
  cts_resized: 0
place:
  gp_congestion: 0.9243
  port_buffers: 96
  dpl.hpwl_um: 5130
die:
  initial_core_util_pct: 31.87
  die_w_um: 95
  rows: 27
  die_h_um: 95
  io_pins: 96
  core_um2: 5473
  die_area_um2: 9025
finish:
  fillers: 564
  final_util_pct: 50.27
  nClkBuffers: 0
  layout-drive-gt1-share_pct: 3.067
  ff_count: 0
  regArea_um2: 0
  area_growth_pct: 57.75
worst_hold_path:
  hp-class: "input pin to output port"
-- cell type report --
class | count | area [um2] | share of cell area, %
inverter | 6 | 22.52 | 0.8186
multi-input combinational | 224 | 1678 | 60.98
tap | 72 | 90.09 | 3.274
timing repair buffer | 96 | 960.9 | 34.92
-- metrics by stage --
stage               hold slack [ns]  std cells  setup slack, ns  instance area, um2
CTS                           8.280        398            7.920                2751
global placement              8.284        398            7.952                2751
floorplan                     7.312        241            9.035                1744
detailed placement            8.286        398            7.930                2751
global route                  8.313        398            7.685                2751
finish                        8.269        398            7.937                2751
-- layout by cell type (no fill, tap or decap), types with 4 or more instances in the layout --
cell type	n
a21o_1	19
a21oi_1	29
clkdlybuf4s50_1	96
ha_1	31
inv_1	6
nand2_1	18
nand3_1	10
nand4_1	8
nor2_1	12
nor3_1	4
o21ai_0	13
o21bai_1	4
xnor2_1	13
xor2_1	15
-- path summary, 6_finish.rpt --
kind / from / to / depth (start not counted)
max: a[0] / y[26] / 11
min: b[0] / y[0] / 3
-- report_power, final --
group / internal, uW / switching (uW) / total, uW / leakage, uW
Sequential: 0 / 0 / 0 / 0
Combinational: 64.2 / 41.9 / 106 / 0.00118
Clock: 0 / 0 / 0 / 0
-- routing by layer --
metal	GRT usage (%)	vias up	routed length, um
met2	20.94	63	2527
li1	-	1096	-
met3	2.724	0	528
met4	0	0	0
met1	16.82	899	2707
met5	0	-	0
-- worst max-delay path, cell delays in order --
cell and delay (ns):
clkdlybuf4s50_1 0.40, ha_1 0.24, fa_1 0.40, a21o_1 0.22, a31o_2 0.28, nand3_1 0.09, o221ai_1 0.22, a311oi_1 0.32
o21bai_1 0.10, xor2_1 0.13, clkdlybuf4s50_1 0.50
-- cells by family (layout without fill, tap and decap cells) --
kind of cell / count (synthesis) / in the layout / synth area share, %
xor gates and xnor gates: 28 / 28 / 14.06
muxes: 2 / 2 / 1.148
AOI/OAI and AO/OA: 97 / 97 / 39.31
buffers and inverters: 17 / 102 / 3.802
and+or+nand+nor: 65 / 65 / 18.29
adders and majority gates: 32 / 32 / 23.39
Power figures rest on the tool's default switching activity, not on a simulated workload.
